**config.mk**
```make
export PLATFORM = sky130hd
export DESIGN_NAME = mxlsu
export DESIGN_NICKNAME = mxlsu
export VERILOG_FILES = /design/flow/design.v
export SDC_FILE = /design/flow/constraint.sdc
export NUM_CORES = 4
export LEC_CHECK = 1
export CORE_AREA = 10 10 139 139
export DIE_AREA = 0 0 149 149
```
**constraint.sdc**
```tcl
current_design mxlsu

set clk_period 2.3
set clk_io_pct 0.2

create_clock -name clk0 -period $clk_period

set non_clock_inputs [all_inputs -no_clocks]
set_input_delay [expr $clk_period * $clk_io_pct] -clock clk0 $non_clock_inputs
set_output_delay [expr $clk_period * $clk_io_pct] -clock clk0 [all_outputs]
```
**design.v**
```verilog
module mxlsu#(
	parameter integer ADDR_WIDTH = 8,
	parameter integer DATA_WIDTH = 8,
	parameter integer REGBUS_WIDTH = 16
)(
    output logic [ADDR_WIDTH-1:0] biu_rd_addr,
	 input logic [DATA_WIDTH-1:0] biu_rdata,
	 input logic                  biu_load_ready,
	output logic                  biu_load,
	 input logic                  biu_load_valid,
    output logic [ADDR_WIDTH-1:0] biu_wr_addr,
	output logic [DATA_WIDTH-1:0] biu_wdata,
	 input logic                  biu_store_ready,
	output logic                  biu_store,
	 input logic                  biu_store_valid,
	 input logic [REGBUS_WIDTH-1:0][7:0] reg_line,
	output logic [REGBUS_WIDTH-1:0][7:0] data_line,
	output logic                   [7:0] load_addr,
	 input logic [$clog2(REGBUS_WIDTH)-1:0] addr_src,
	 input logic [$clog2(REGBUS_WIDTH)-1:0] reg_dst,
	output logic                            load_ready,
	 input logic                            load,
	output logic                            load_valid,
	 input logic [$clog2(REGBUS_WIDTH)-1:0] addr_dst,
	 input logic [$clog2(REGBUS_WIDTH)-1:0] reg_src,
	output logic                            store_ready,
	 input logic                            store,
	output logic                            store_valid
);
	assign biu_load = load;
	assign load_valid = biu_load_valid;
	assign load_ready = biu_load_ready;
	assign biu_store = store;
	assign store_valid = biu_store_valid;
	assign store_ready = biu_store_ready;
	reg_tap #(
		.DATA_WIDTH(DATA_WIDTH),
		.DEPTH(REGBUS_WIDTH)
	) inst_reg_tap_wdata (
		.data     (biu_wdata),
		.reg_line (reg_line),
		.reg_addr (reg_src)
	);
	reg_tap #(
		.DATA_WIDTH(DATA_WIDTH),
		.DEPTH(REGBUS_WIDTH)
	) inst_reg_tap_wraddr (
		.data     (biu_wr_addr),
		.reg_line (reg_line),
		.reg_addr (addr_dst)
	);
	reg_tap #(
		.DATA_WIDTH(DATA_WIDTH),
		.DEPTH(REGBUS_WIDTH)
	) inst_reg_tap_rdaddr (
		.data     (biu_rd_addr),
		.reg_line (reg_line),
		.reg_addr (addr_src)
	);
	assign load_addr = {4'h0, reg_dst};
	always_comb begin
		for (int i = 0; i < REGBUS_WIDTH; i++) begin
			data_line[i] = biu_rdata;
		end
	end
endmodule
module reg_tap#(
	parameter integer DATA_WIDTH = 8,
	parameter integer DEPTH = 16
)(
	output   reg            [DATA_WIDTH-1:0] data,
	 input  wire [DEPTH-1:0][DATA_WIDTH-1:0] reg_line,
	 input  wire         [$clog2(DEPTH)-1:0] reg_addr
);
	always_comb begin
		data = reg_line[reg_addr];
	end
endmodule
```
**run.sh**
```bash
#!/bin/bash
# OpenROAD 26Q1-2900-gdf79404cd8, Yosys 0.63+post, stock flow scripts
make -C /OpenROAD-flow-scripts/flow DESIGN_CONFIG=/design/flow/config.mk WORK_HOME=/design/flow/orfs finish
```
==> results.tsv <==
metric	value	unit
cap_violations	0	
finalHoldViolations	0	
maxUsedRoutingLayer	met5	
fin_crit_sh	1.02	
grt_overflow	0	
crit_family	buffers and inverters	
crit_buf_inv	6	
status	finished, violations left	
grt_pass1_vias	4170	
hold_path_class	input pin to output port	
drive_gt1_frac	0.621	
path_common_cell	buf_12	
dr_wl_met3	2.24	mm
vias	3473	
final_cells	671	
pwr_density_cell	199	mW/mm^2
path_cells	buf_8, buf_12, buf_12, buf_12, buf_8, mux4_2, a22oi_2, nand2_1, buf_2	
drv_slew	0	
place_inst	622	
drt-total-wl	16.9	mm
violations	negative setup slack	
coreArea	0.0165	mm^2
max_stage_delay	0.42	ns
hp-start	load	
top_cell_area_share	0.298	
initCoreUtil	0.253	
yosys_area	0.00416	mm^2
utilization	0.356	
cpMaxStageDelayCell	mux4_2	
setup_viol	5	
p_leak	2.38	nW
flop-count	0	
syn_area	0.00416	mm^2
drt-met1-wl	6.14	mm
min_path_cells	0	
yosys.area.top_type	mux4_2	
syn_inst	353	
die_h	149	um
viasPerCell	5.18	
io_pins	324	
place_congestion	0.909	
ys_seq_share	0	
nClkBuffers	0	
drt_drc_violations_left	0	
cp-end-kind	output port	
post_synth.cell_area_avg	11.8	um^2
drt_iter0_markers	180	
antenna_left	0	
warnings	34	
drtPass1Iterations	6	
yosys_cells	353	
worstHoldEndpoint	biu_load	
rsz0062_at_grt	yes	
worstPathMaxFanout	4	
cp-start-kind	input pin	
antenna_found_initial	8	
syn2layout_area_growth	40.9	%
arrival	1.90	ns
criticalPathCategory	input pin to output port	
max_freq	424	MHz
dp_slack	-0.642	ns
die_x	149	um
seq_area	0	um^2
ys_warn_count	2	
grt_use_total	0.155	
peakVddDrop	97.0	uV
area_leaders	mux4_2 (30%), buf_4 (26%), mux4_1 (24%)	
tns	-0.189	ns
yosysUniqueCellTypes	15	
post-route-min-period	2.36	ns
grt_pass1_wl	25.7	mm
met2WireLength	8.20	mm
required	1.84	ns
grt_max_degree	17	
hpwl	13.6	mm
post_drt_wl_per_cell	25.2	um
fin_ws	-0.0567	ns
core.rowCount	47	
port_buffers	164	
chip_area	0.0222	mm^2
## layout make-up
type	count	area (um^2)
well taps	220	275
fillers	1643	10600
multi-input cells	184	3010
repair buffers	262	2570
diodes	5	12.5
## synthesized netlist by cell type
| library cell | count |
|---|---|
| mux4_4 | 3 |
| a22oi_1 | 48 |
| nor2b_1 | 3 |
| buf_1 | 2 |
| and2b_1 | 3 |
| buf_2 | 7 |
| clkdlybuf4s25_2 | 9 |
| buf_6 | 9 |
| mux4_2 | 55 |
| conb_1 | 1 |
| nor2_1 | 3 |
| mux4_1 | 38 |
| and2_1 | 3 |
| buf_4 | 145 |
| nand2_1 | 24 |
## what timing repair did
action | CTS | global route
resized | 339 | 22
pin swaps | 60 | 26
hold buffers | 0 | 0
setup buffers | 38 | 7
gates cloned | 5 | 0
endpoints found under the setup margin | 24 | 23
## routing by layer
| layer | global-route usage | vias to the layer above |
|---|---|---|
| met5 | 0 | - |
| met4 | 0.0265 | 6 |
| met3 | 0.0921 | 30 |
| met2 | 0.252 | 229 |
| met1 | 0.176 | 1723 |
| li1 | - | 1485 |
## metrics by stage
stage,hold slack (ns),power [mW],cell area [um^2]
2_1_floorplan,0.986,0.613,4170
3_5_place_dp,0.920,1.06,5290
3_3_place_gp,0.920,1.06,5290
4_1_cts,0.920,1.16,5810
6_report,0.920,1.16,5860
5_1_grt,0.920,1.25,5860
## layout by cell type, fill, tap and decap left out, drive strengths merged
master         Yosys  layout
diode              0       5
nor2               3       3
nor2b              3       3
clkbuf             0       6
and2b              3       3
dlygate4sd2        0     119
nand2             24      24
mux4              96      96
clkdlybuf4s50      0      11
bufbuf             0       2
conb               1       4
a22oi             48      48
and2               3       3
buf              163     116
clkdlybuf4s15      0       8
## where the power goes
part | internal [mW] | switching, mW
logic | 0.711 | 0.453
clock network | 0.000000291 | 0
registers | 0 | 0
total | 0.711 | 0.453
## logic make-up (layout without fill, tap and decap cells)
logic type | count (synthesis) | count (layout) | synth area share
buffers and inverters | 172 | 262 | 0.318
and+or+nand+nor | 36 | 36 | 0.0388
AOI/OAI and AO/OA | 48 | 48 | 0.0866
other | 1 | 9 | 0.000901
muxes | 96 | 96 | 0.556
## worst max-delay path by stage
stage / start / to / slack [ns] / cells past startpoint
global route: reg_src[0] / biu_wdata[2] / -0.11 / 9
finish: reg_src[0] / biu_wdata[3] / -0.06 / 9
CTS: reg_src[0] / biu_wdata[0] / -0.09 / 10
Power is estimated from default activity; no workload was simulated.
