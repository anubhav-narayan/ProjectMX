`flow/run.sh`:
```
#!/bin/bash
# OpenROAD 26Q1-2900-gdf79404cd8, Yosys 0.63+post, stock flow scripts
make -C /OpenROAD-flow-scripts/flow DESIGN_CONFIG=/design/flow/config.mk WORK_HOME=/design/flow/orfs finish
```
`flow/config.mk`:
```
export PLATFORM = sky130hd
export DESIGN_NAME = su_isa_rom
export DESIGN_NICKNAME = su_isa_rom
export VERILOG_FILES = /design/flow/design.v
export SDC_FILE = /design/flow/constraint.sdc
export NUM_CORES = 4
export LEC_CHECK = 1
export CORE_AREA = 10 10 75 75
export DIE_AREA = 0 0 85 85
```
`flow/constraint.sdc`:
```
current_design su_isa_rom

set clk_period 2.3
set clk_io_pct 0.2

create_clock -name clk0 -period $clk_period

set non_clock_inputs [all_inputs -no_clocks]
set_input_delay [expr $clk_period * $clk_io_pct] -clock clk0 $non_clock_inputs
set_output_delay [expr $clk_period * $clk_io_pct] -clock clk0 [all_outputs]
```
`flow/design.v`:
```
module su_isa_rom(
	output logic [3:0] src_a,
	output logic [3:0] src_b,
	output logic [3:0] dst_f,
	output logic [3:0] opcode,
	output logic       ldi,
	output logic [7:0] ldv,
	output logic       load,
	output logic       store,
	output logic [3:0] reg_src,
	output logic [3:0] reg_dst,
	output logic       load_en,
	output logic [1:0] mux_sel,
	output logic       lr,
	output  wire       alu_ce_n,
	output  wire       bs_ce_n,
	output  wire       halt,
	 input  wire [7:0] flags,
	 input  wire       fetch,
	 input  wire       intr,
	 input  wire       insr_le,
	 input  wire [7:0] insr,
	 input  wire       ce_n
);
	wire [1:0] fsel;
	wire fval;
	assign alu_ce_n = ce_n;
	assign bs_ce_n = ce_n;
	assign halt = &insr;
	reg [1:0] rom_jmp_f [7:0];
	reg [11:0] rom_mov [31:0];
	reg [1:0] rom_alu_sel [15:0];
	reg [11:0] rom_alu [23:0];
	reg [15:0] rom_jmp [31:0];
	reg [3:0] rom_lsu [7:0];
	initial begin
		rom_mov[5'h00] = 12'h100;  
		rom_mov[5'h01] = 12'h200;  
		rom_mov[5'h02] = 12'h700;  
		rom_mov[5'h03] = 12'h007;  
		rom_mov[5'h04] = 12'h102;  
		rom_mov[5'h05] = 12'h201;  
		rom_mov[5'h06] = 12'h103;  
		rom_mov[5'h07] = 12'h203;  
		rom_mov[5'h08] = 12'h00C;  
		rom_mov[5'h09] = 12'h10D;  
		rom_mov[5'h0A] = 12'h20E;  
		rom_mov[5'h0B] = 12'h30F;  
		rom_mov[5'h0C] = 12'hC00;  
		rom_mov[5'h0D] = 12'hD01;  
		rom_mov[5'h0E] = 12'h502;  
		rom_mov[5'h0F] = 12'hF03;  
		rom_mov[5'h10] = 12'h800;  
		rom_mov[5'h11] = 12'h901;  
		rom_mov[5'h12] = 12'hA02;  
		rom_mov[5'h13] = 12'hB03;  
		rom_mov[5'h14] = 12'h008;  
		rom_mov[5'h15] = 12'h109;  
		rom_mov[5'h16] = 12'h20A;  
		rom_mov[5'h17] = 12'h30B;  
		rom_mov[5'h18] = 12'hC04;  
		rom_mov[5'h19] = 12'hD05;  
		rom_mov[5'h1A] = 12'hE06;  
		rom_mov[5'h1B] = 12'hF07;  
		rom_mov[5'h1C] = 12'h40C;  
		rom_mov[5'h1D] = 12'h50D;  
		rom_mov[5'h1E] = 12'h60E;  
		rom_mov[5'h1F] = 12'h70F;  
	end
	initial begin
		rom_alu_sel[4'h0] = 2'h1; 
		rom_alu_sel[4'h1] = 2'h1;
		rom_alu_sel[4'h2] = 2'h0;
		rom_alu_sel[4'h3] = 2'h0;
		rom_alu_sel[4'h4] = 2'h0;
		rom_alu_sel[4'h5] = 2'h0;
		rom_alu_sel[4'h6] = 2'h0;
		rom_alu_sel[4'h7] = 2'h0;
		rom_alu_sel[4'h8] = 2'h0;
		rom_alu_sel[4'h9] = 2'h0;
		rom_alu_sel[4'hA] = 2'h0;
		rom_alu_sel[4'hB] = 2'h0;
		rom_alu_sel[4'hC] = 2'h2;
		rom_alu_sel[4'hD] = 2'h2;
		rom_alu_sel[4'hE] = 2'h1;
		rom_alu_sel[4'hF] = 2'h2;
		rom_alu[5'h00] = 12'h021;  
		rom_alu[5'h01] = 12'h010;  
		rom_alu[5'h02] = 12'h020;  
		rom_alu[5'h03] = 12'h030;  
		rom_alu[5'h04] = 12'h330;  
		rom_alu[5'h05] = 12'h331;  
		rom_alu[5'h06] = 12'h332;  
		rom_alu[5'h07] = 12'h335;  
		rom_alu[5'h08] = 12'h000;  
		rom_alu[5'h09] = 12'h001;  
		rom_alu[5'h0A] = 12'h002;  
		rom_alu[5'h0B] = 12'h003;  
		rom_alu[5'h0C] = 12'h300;  
		rom_alu[5'h0D] = 12'h301;  
		rom_alu[5'h0E] = 12'h302;  
		rom_alu[5'h0F] = 12'h305;  
		rom_alu[5'h10] = 12'h000;  
		rom_alu[5'h11] = 12'h101;  
		rom_alu[5'h12] = 12'h202;  
		rom_alu[5'h13] = 12'h303;  
		rom_alu[5'h14] = 12'h404;  
		rom_alu[5'h15] = 12'h505;  
		rom_alu[5'h16] = 12'h606;  
		rom_alu[5'h17] = 12'h707;  
	end
	initial begin
		rom_jmp_f[3'h0] = 2'b00;  
		rom_jmp_f[3'h1] = 2'b00;  
		rom_jmp_f[3'h2] = 2'b01;  
		rom_jmp_f[3'h3] = 2'b01;  
		rom_jmp_f[3'h4] = 2'b10;  
		rom_jmp_f[3'h5] = 2'b10;  
		rom_jmp_f[3'h6] = 2'b11;  
		rom_jmp_f[3'h7] = 2'b11;  
		rom_jmp[5'h00] = 16'h6030;  
		rom_jmp[5'h01] = 16'h6060;  
		rom_jmp[5'h02] = 16'h6060;  
		rom_jmp[5'h03] = 16'h6030;  
		rom_jmp[5'h04] = 16'h6030;  
		rom_jmp[5'h05] = 16'h6060;  
		rom_jmp[5'h06] = 16'h6060;  
		rom_jmp[5'h07] = 16'h6030;  
		rom_jmp[5'h08] = 16'h6030;  
		rom_jmp[5'h09] = 16'h6060;  
		rom_jmp[5'h0A] = 16'h6060;  
		rom_jmp[5'h0B] = 16'h6030;  
		rom_jmp[5'h0C] = 16'h6030;  
		rom_jmp[5'h0D] = 16'h6060;  
		rom_jmp[5'h0E] = 16'h6060;  
		rom_jmp[5'h0F] = 16'h6030;  
		rom_jmp[5'h10] = 16'h6638;  
		rom_jmp[5'h11] = 16'h6060;  
		rom_jmp[5'h12] = 16'h6060;  
		rom_jmp[5'h13] = 16'h6638;  
		rom_jmp[5'h14] = 16'h6638;  
		rom_jmp[5'h15] = 16'h6060;  
		rom_jmp[5'h16] = 16'h6060;  
		rom_jmp[5'h17] = 16'h6638;  
		rom_jmp[5'h18] = 16'h6638;  
		rom_jmp[5'h19] = 16'h6060;  
		rom_jmp[5'h1A] = 16'h6060;  
		rom_jmp[5'h1B] = 16'h6638;  
		rom_jmp[5'h1C] = 16'h6638;  
		rom_jmp[5'h1D] = 16'h6060;  
		rom_jmp[5'h1E] = 16'h6060;  
		rom_jmp[5'h1F] = 16'h6638;  
	end
	initial begin
		rom_lsu[3'h0] = 4'h0;
		rom_lsu[3'h1] = 4'h1;
		rom_lsu[3'h2] = 4'h2;
		rom_lsu[3'h3] = 4'h7;
		rom_lsu[3'h4] = 4'hC;
		rom_lsu[3'h5] = 4'hD;
		rom_lsu[3'h6] = 4'hE;
		rom_lsu[3'h7] = 4'hF;
	end
	assign fsel = rom_jmp_f[insr[2:0]];
	assign fval = fsel[1] ? fsel[0] ? flags[3]
	                                : flags[2]
	                      : fsel[0] ? flags[1]
	                                : flags[0];
	always_comb begin
		if (~ce_n) begin
			if (fetch) begin
				{dst_f, src_b, src_a} = 12'h606;
				opcode = 4'hC;
				ldi = 1'b0;
				ldv = 8'h0;
				lr = 1'b0;
				load = 1'b0;
				store = 1'b0;
				reg_src = 4'h0;
				reg_dst = 4'h0;
				mux_sel = 2'b00;
				load_en = insr_le;
			end else if (intr) begin
				{dst_f, src_b, src_a} = 12'h000;
				opcode = 4'h0;
				ldi = 1'b0;
				ldv = 8'h0;
				load = 1'b0;
				lr = 1'b0;
				store = 1'b0;
				reg_src = 4'h0;
				reg_dst = 4'h0;
				mux_sel = 2'b11;
				load_en = 1'b1;
			end else begin
				case (insr[7:4])
					4'h0, 4'h1, 4'h2, 4'h3, 4'h4, 4'h5, 4'h6, 4'h7: begin  
						{dst_f, src_b, src_a} = rom_alu[{rom_alu_sel[insr[3:0]], insr[6:4]}];
						opcode = insr[3:0];
						lr = 1'b0;
						load = 1'b0;
						store = 1'b0;
						reg_src = 4'h0;
						reg_dst = 4'h0;
						mux_sel = 2'b00;
						load_en = 1'b1;
						ldi = 1'b0;
						ldv = 8'h0;
					end
					4'h8, 4'h9: begin  
						{dst_f, src_b, src_a} = rom_mov[insr[4:0]];
						opcode = 4'h0;
						lr = 1'b0;
						load = 1'b0;
						store = 1'b0;
						reg_src = 4'h0;
						reg_dst = 4'h0;
						mux_sel = 2'b00;
						load_en = 1'b1;
						ldi = 1'b0;
						ldv = 8'h0;
					end
					4'hA: begin  
						{dst_f, src_b, src_a, opcode} = rom_jmp[{insr[3:0], fval}];
						load = 1'b0;
						lr = 1'b0;
						store = 1'b0;
						reg_src = 4'h0;
						reg_dst = 4'h0;
						mux_sel = 2'b00;
						load_en = 1'b1;
						ldi = 1'b0;
						ldv = 8'h0;
					end
					4'hB: begin  
						load = ~insr[3];
						store = insr[3];
						{reg_dst, reg_src} = {2{rom_lsu[insr[2:0]]}};
						mux_sel = 2'b01;
						{dst_f, src_b, src_a} = 12'h000;
						opcode = 4'h0;
						lr = 1'b0;
						load_en = ~insr[3];
						ldi = 1'b0;
						ldv = 8'h0;
					end
					4'hC, 4'hD: begin  
						{dst_f, src_b, src_a} = 12'h000;
						opcode = insr[3:0];
						lr = insr[4];
						load = 1'b0;
						store = 1'b0;
						reg_src = 4'h0;
						reg_dst = 4'h0;
						mux_sel = 2'b10;
						load_en = 1'b1;
						ldi = 1'b0;
						ldv = 8'h0;
					end
					4'hE: begin  
						{dst_f, src_b, src_a, opcode} = 16'h0000;
						ldi = 1'b1;
						ldv = {4'h0, insr[3:0]};
						lr = 1'b0;
						load = 1'b0;
						store = 1'b0;
						reg_src = 4'h0;
						reg_dst = 4'h0;
						mux_sel = 2'b00;
						load_en = 1'b1;
					end
					4'hF : begin
						opcode = 4'h0;
						ldi = 1'b0;
						ldv = 8'h0;
						load = 1'b0;
						lr = 1'b0;
						store = 1'b0;
						reg_src = 4'h0;
						reg_dst = 4'h0;
						case (insr[3:0])
							4'h0: begin  
								{dst_f, src_b, src_a} = 12'h400;
								mux_sel = 2'b00;
								load_en = 1'b1;
							end
							4'h1: begin  
								{dst_f, src_b, src_a} = 12'h503;
								mux_sel = 2'b00;
								load_en = 1'b1;
							end
							4'h2: begin  
								{dst_f, src_b, src_a} = 12'h000;
								mux_sel = 2'b11;
								load_en = 1'b1;
							end
							4'hF: begin  
								{dst_f, src_b, src_a} = 12'h000;
								mux_sel = 2'b00;
								load_en = 1'b0;
							end
							default: begin
								{dst_f, src_b, src_a} = 12'h000;
								mux_sel = 2'b00;
								load_en = 1'b0;
							end
						endcase
					end
				endcase
			end
		end else begin
			{dst_f, src_b, src_a} = 12'h000;
			opcode = 4'h0;
			ldi = 1'b0;
			ldv = 8'h0;
			load = 1'b0;
			lr = 1'b0;
			store = 1'b0;
			reg_src = 4'h0;
			reg_dst = 4'h0;
			mux_sel = 2'b00;
			load_en = 1'b0;
		end
	end
endmodule
```
==> results.txt <==
Main metrics from the flow reports.

The flow ran to the end, but the final reports show violations. The checks that failed: setup timing. The required time of the worst setup path is 1.84 ns. The detail route stage leaves a number of antenna-violating nets equal to 0. The total instance count after detailed placement came out at roughly 290. The fmax is approximately 430 MHz. The register area is 0 sq um. The post-cts hold-fix buffer tally is 0.

The cell total in the yosys stat output came out at 156. The worst VDD IR drop from the latest analysis is between 80 and 90 uV. The vertical die size came out at ~85 microns.

For this block, the initial DRC count from the detailed router was about 150. Excluding fillers, the count of instances in the completed layout stands at between 300 and 400. The global-route congestion overflow total is 0. The placed wire-length estimate came out at approximately 3.8 mm. The maximum fanout count along the critical path is 5. The leakage power of the design came out at between 1 and 1.5 nW. The number of synthesis warnings is 1. The number of vias in the routed layout came out at between 1.5k and 2k. The hold violation total from the final report is 0.

The routed design shows a wire length per standard cell of approximately 18 microns. The layout clock buffer count is 0. The area share of the largest cell type after synthesis is 9.67%. The start point of the worst hold path is insr[7]. The row count is 23. The area of the synthesized netlist per yosys stat came out at between 0.001 and 0.0015 sq mm.

The routed wire length came out at 5.97 mm. The initial antenna violation count came out at 0. The area added between synthesis and finish is 139%. In this run the count of I/O pins placed on the die edge is about 62.

The largest net degree at the start of global routing is 14. The via count of the first global-routing pass was roughly 1.8k. The OpenROAD warning count came out at 42. By count the netlist is led by 14 x sky130_fd_sc_hd__buf_4, 14 x sky130_fd_sc_hd__nor3_1, 12 x sky130_fd_sc_hd__nor2_1, 10 x sky130_fd_sc_hd__a21oi_1, 9 x sky130_fd_sc_hd__inv_1. A synthesized cell averages between 6 and 7 sq um. The number of max-capacitance violations reported is 0. The quantity of I/O buffers inserted on ports came out at 53. Per STA, the endpoint of the critical path is src_a[0]. The via-per-instance ratio is 5.40. The classification of the worst setup path is input port to output pin. The worst path setup slack after routing is -0.0486 ns. In the log, the iteration count for the first detailed-route pass is 4. The worst setup path is captured at an output pin.

The share of final-layout standard cells stronger than drive strength 1 is approximately two thirds. The number of distinct library cells after synthesis is roughly 59. The data arrival time at the worst-slack endpoint came out at approximately 1.9 ns. The die span in x came out at approximately 85 microns. In this run the full chip footprint comes out at between 0.007 and 0.008 sq mm. The type of the worst min-delay path is input port to output pin.

The antenna diode instance count came out at 0. According to the cell report, flip-flops and latches in the layout number 0. The post-synthesis instance area came out at between 0.001 and 0.0015 sq mm.

Setup repair after global routing could not meet its margin everywhere. The number of pins with negative max-slew slack in the final report is 0. The final clock period utilization by the worst path is 102%. The initial core utilization is a little over a quarter. Sorting the synthesized cells by area gives the leading types as sky130_fd_sc_hd__buf_4 9.7%, sky130_fd_sc_hd__nor3_1 6.4%, sky130_fd_sc_hd__ha_1 5.8%. The first element of the critical path is insr[1]. The count of endpoints failing setup in the final report came out at 3. For the finished layout, the period the worst path requires is roughly 2.3 ns. The cell type with the largest total area is sky130_fd_sc_hd__buf_4. The final core utilization is between 60% and 70%.

The startpoint type of the worst setup path is an input port. The global-route wire length before repair came out at roughly 9.4 mm. The global routing usage summed across all routing layers is between 10% and 20%. The total power divided by cell area came out at approximately 160 mW/mm^2. The share of the yosys chip area belonging to registers is 0%. After detailed routing, the number of remaining DRC violations is 0. The core region is 0.00406 sq mm.

In the final timing run, aggregate negative setup slack is -0.110 ns. The routability congestion estimate came out at between 0.9 and 1. The number of instances in the synthesized netlist is around 160.
## report_power, final
| part | leakage [nW] | switching, mW | internal (mW) |
|---|---|---|---|
| sequential | 0 | 0 | 0 |
| combinational | 1.24 | 0.197 | 0.212 |
| clock | 0 | 0 | 0 |
| total | 1.24 | 0.197 | 0.212 |
## worst max-delay path, cell delays in order
cell,delay [ns]
sky130_fd_sc_hd__buf_12,0.09
sky130_fd_sc_hd__mux4_2,0.55
sky130_fd_sc_hd__xnor2_4,0.24
sky130_fd_sc_hd__nand2_4,0.08
sky130_fd_sc_hd__buf_6,0.12
sky130_fd_sc_hd__a221oi_4,0.20
sky130_fd_sc_hd__buf_2,0.14
## layout by cell type (no fill, tap or decap), types with 3 or more instances in the layout
cell | Yosys | routed
sky130_fd_sc_hd__a211oi_2 | 0 | 3
sky130_fd_sc_hd__a21oi_1 | 10 | 5
sky130_fd_sc_hd__a21oi_2 | 0 | 5
sky130_fd_sc_hd__a221oi_2 | 2 | 3
sky130_fd_sc_hd__buf_12 | 0 | 3
sky130_fd_sc_hd__buf_2 | 2 | 12
sky130_fd_sc_hd__buf_4 | 14 | 68
sky130_fd_sc_hd__buf_6 | 2 | 18
sky130_fd_sc_hd__clkbuf_4 | 0 | 4
sky130_fd_sc_hd__clkdlybuf4s50_1 | 0 | 9
sky130_fd_sc_hd__conb_1 | 1 | 5
sky130_fd_sc_hd__dlygate4sd2_1 | 0 | 20
sky130_fd_sc_hd__dlymetal6s2s_1 | 0 | 3
sky130_fd_sc_hd__ha_4 | 0 | 4
sky130_fd_sc_hd__inv_1 | 9 | 4
sky130_fd_sc_hd__inv_2 | 0 | 3
sky130_fd_sc_hd__nand2_1 | 6 | 5
sky130_fd_sc_hd__nand3_1 | 6 | 5
sky130_fd_sc_hd__nor2_1 | 12 | 10
sky130_fd_sc_hd__nor3_2 | 1 | 6
sky130_fd_sc_hd__nor3_4 | 0 | 8
sky130_fd_sc_hd__nor4_2 | 0 | 3
sky130_fd_sc_hd__o21ai_0 | 6 | 4
## worst min-delay path by stage
stage                 slack, ns        to  cells after the start
after CTS                  1.39  src_b[2]                      5
after global routing       1.43  src_b[2]                      5
final                      1.41  src_b[2]                      5
## routing by layer
layer | global-route usage [%] | vias to the layer above | wire length [microns]
met4 | 2.99 | 0 | 182
met3 | 3.08 | 16 | 431
li1 | - | 809 | -
met5 | 0 | - | 0
met2 | 24.4 | 80 | 2740
met1 | 20.6 | 844 | 2610
## through the flow
step | cell area [sq um] | hold WS, ns | power, mW | setup WS (ns)
finish | 2600 | 1.41 | 0.410 | -0.0486
global route | 2600 | 1.43 | 0.435 | -0.108
CTS | 2450 | 1.39 | 0.366 | -0.0720
detailed placement | 1870 | 1.90 | 0.273 | -0.909
global placement | 1870 | 1.90 | 0.273 | -0.888
floorplan | 1100 | 0.986 | 0.137 | 0.140
## logic make-up (layout without fill, tap and decap cells)
family	after synthesis	after routing	synth area share, %
xor gates and xnor gates	1	1	1.50
buffers and inverters	36	150	21.6
adders and majority gates	5	5	5.75
AOI/OAI and AO/OA	47	47	33.1
and+or+nand+nor	64	64	34.6
muxes	2	2	2.99
other	1	5	0.345
## area by class of cell
class | count | area (sq um)
fill | 303 | 1450
multi-input combinational | 124 | 1270
timing repair buffer | 140 | 1220
tap | 50 | 62.6
inverter | 10 | 50.0
## repair_timing
| action | in CTS | in global routing |
|---|---|---|
| cloned | 1 | 0 |
| pin swaps | 34 | 16 |
| resized | 183 | 33 |
| endpoints found under the setup margin | 35 | 26 |
| setup buffers | 34 | 6 |
No activity file was given, so power comes from the tool's default toggle rates.
