File: flow/design.v
module mxregs#(
    parameter WORD_LENGTH = 8,
    parameter DEPTH = 16
)(
	output wire [DEPTH-1:0][WORD_LENGTH-1:0] reg_line,
	 input wire [DEPTH-1:0][WORD_LENGTH-1:0] data_line,
	 input wire            [            7:0] load_addr,
	 input wire                              load_en,
	 input wire                              clk,
	 input wire                              rst
);
	wire [DEPTH-1:0] load;
	mxreg_load_decoder_11#(
		.DEPTH(DEPTH)
	) inst_ldec (
		.load     (load),
		.load_addr(load_addr),
		.load_en  (load_en)
	);
	reg_bank#(
		.WORD_LENGTH(WORD_LENGTH),
		.DEPTH(DEPTH)
	) inst_reg_bank (
		.q   (reg_line),
		.data(data_line),
		.load(load),
		.clk (clk),
		.rst (rst)
	);
endmodule
module mxreg_load_decoder_11#(
    parameter DEPTH = 16
)(
	output logic [        DEPTH-1:0] load,
	 input  wire [              7:0] load_addr,
	 input  wire                     load_en
);
	always_comb begin
		if (load_en) begin
			case (load_addr)
				8'h00: load = 16'h0001;  
				8'h01: load = 16'h0002;  
				8'h02: load = 16'h0004;  
				8'h03: load = 16'h0008;  
				8'h04: load = 16'h0010;  
				8'h05: load = 16'h0020;  
				8'h06: load = 16'h0040;  
				8'h07: load = 16'h0080;  
				8'h08: load = 16'h0100;  
				8'h09: load = 16'h0200;  
				8'h0A: load = 16'h0400;  
				8'h0B: load = 16'h0800;  
				8'h0C: load = 16'h1000;  
				8'h0D: load = 16'h2000;  
				8'h0E: load = 16'h4000;  
				8'h0F: load = 16'h8000;  
				8'h10: load = 16'h0081;  
				8'h11: load = 16'h0082;  
				8'h12: load = 16'h0084;  
				8'h13: load = 16'h0088;  
				8'h16: load = 16'h0040;  
				8'h80: load = 16'h4040;  
				default: load = 16'h0000;
			endcase
		end else begin
			load = 16'h0;
		end
	end
endmodule
module reg_bank#(
    parameter WORD_LENGTH = 8,
    parameter DEPTH = 16
)(
	output [DEPTH-1:0][WORD_LENGTH-1:0] q,
	 input [DEPTH-1:0][WORD_LENGTH-1:0] data,
	 input [DEPTH-1:0] load,
	 input        clk,
	 input        rst
);
    generate
		genvar x;
		for (x = 0; x < DEPTH; x = x+1) begin : regs
			load_register#(
			    .WORD_LENGTH(WORD_LENGTH)
			) inst_ldr (
				.q   (q[x]),
				.data(data[x]),
				.clk (clk),
				.rst (rst),
				.load(load[x])
			);
		end
	endgenerate
endmodule
module load_register#
(
    parameter WORD_LENGTH = 8
)
(
	output reg [WORD_LENGTH-1:0] q,
	 input     [WORD_LENGTH-1:0] data,
	 input           load,
	 input           clk,
	 input           rst
);
	always @(posedge clk) begin
		if(rst) begin
			q <= 0;
		end else begin
			if (load) begin
				q <= data;
			end
		end
	end
endmodule
File: flow/run.sh
#!/bin/bash
# OpenROAD 26Q1-2900-gdf79404cd8, Yosys 0.63+post, stock flow scripts
make -C /OpenROAD-flow-scripts/flow DESIGN_CONFIG=/design/flow/config.mk WORK_HOME=/design/flow/orfs finish
File: flow/config.mk
export PLATFORM = sky130hd
export DESIGN_NAME = mxregs
export DESIGN_NICKNAME = mxregs
export VERILOG_FILES = /design/flow/design.v
export SDC_FILE = /design/flow/constraint.sdc
export NUM_CORES = 4
export LEC_CHECK = 1
export CORE_AREA = 10 10 177 177
export DIE_AREA = 0 0 187 187
File: flow/constraint.sdc
current_design mxregs

set clk_period 4.4
set clk_io_pct 0.2

create_clock -name clk0 -period $clk_period [get_ports {clk}]

set non_clock_inputs [all_inputs -no_clocks]
set_input_delay [expr $clk_period * $clk_io_pct] -clock clk0 $non_clock_inputs
set_output_delay [expr $clk_period * $clk_io_pct] -clock clk0 [all_outputs]
==> flow_summary.ini <==
; physical design summary
[run_status]
status = finished, final reports clean

[placement]
placedCellCount = 1087
dpl_worst_slack_ps = 1080
port_buffers = 266
globalplace.congestion = 0.757
hpwl_um = 13300

[grt]
grt_overflow = 0
grt_use_total_pct = 9.87
grt_first_pass_wirelength_um = 26800
grt_max_degree = 145
antenna_found_initial = 3
grt_pass1_vias = 4287

[critical_path]
rrSetupSlack_ps = 3760
arrival_ps = 3140
end_kind = flop
r2r-start = inst_reg_bank.regs[9].inst_ldr.q[1]$_SDFFE_PP0P_
cp_max_fo = 8
worstSetupStartpoint = load_addr[6]
reg2reg_to = inst_reg_bank.regs[9].inst_ldr.q[1]$_SDFFE_PP0P_
reg2reg_depth = 2
path_class = in -> reg
critPathRequiredTime_ps = 4680
crit_path_start_kind = primary input

[sta]
setup_slack_ps = 1540
timing.fmax_mhz = 349
hold_slack_ps = 472
hold_viol = 0
post-route-period-util_pct = 65.0
period_minus_slack_ps = 2860
drv_slew = 0
worst_pin_slew_ps = 741
setup_tns_ps = 0
relSlewSlack_pct = 50.2
setup_violations = 0
rsz0062_at_grt = no
fin_skew_ps = 0

[power_and_ir_drop]
power_leakage_nw = 3.20
peakVddDrop_v = 0.000189
p_per_area_nw_per_um2 = 320
power_mw = 2.76

[final_layout]
lay_top_count = clkdlybuf4s50_1
layout_top_cells = clkdlybuf4s50_1, mux2i_1, dfxtp_1
max_flop_register = inst_reg_bank.regs.inst_ldr.q
layout-area-overhead-vs-synth_pct = 73.2
fill_cells = 2849
drive_gt1_share_pct = 6.63
largest_register_ffs = 128
reg_top3 = inst_reg_bank.regs.inst_ldr.q x128
layout.cells.non_filler = 1118

[route]
initialDrtViolationCount = 108
first_pass_iters = 4
wl_um = 17600
postRouteAntennaNets = 0
drc = 0
wl_per_cell_um = 15.7
vias = 4157
viasPerCell = 3.72

[synthesis]
yosys-stat-cells = 461
aoi_share_pct = 0.554
edf_count = 0
synth.distinct_cells = 30
synth_cells = 461
numSynthFlops = 128
yosys-stat-area_um2 = 4970
yosys_most_used_dff = dfxtp_1
syn_area_per_cell_um2 = 10.8
xor_area_share_pct = 0
async_flop_share_pct = 0
top_logic_kind = multiplexers
ys_warn_count = 2
synth-simple-area-share_pct = 19.0
ys_sh_mux_pct = 25.8
ys_seq_share_pct = 51.6
ys_sh_adder_pct = 0
netlist_area_um2 = 4970

[die]
fp.coreArea_um2 = 27600
ios = 267
die_w_um = 187
rows = 61
chipArea_um2 = 35000
die_h_um = 187
fp_util_pct = 18.0

[worst_hold_path]
hp-start = inst_reg_bank.regs[6].inst_ldr.q[6]$_SDFFE_PP0P_
hold_end = inst_reg_bank.regs[6].inst_ldr.q[6]$_SDFFE_PP0P_
holdPathStages = 2
hp-class = reg -> reg

[clock_network]
cts.clk_slew.worst_paths_ps = 60
h-tree-depth = 4
clk-insertion-delay-late_ps = 410
cts-root-buf = clkbuf_16
cts_tree = yes
clock_path_buffers = 2
postCtsHoldBufs = 0
postCtsSetupRepairBufs = 0
cts_buffers = 17
cts.sinks = 128
cts_repair_resize_count = 0

[flow_run]
warning_count = 28
drv_cap = 0
==> worst max-delay path by stage <==
stage	depth (start not counted)	slack, ps	end
CTS	5	1540	inst_reg_bank.regs[12].inst_ldr.q[4]$_SDFFE_PP0P_
global route	5	1400	inst_reg_bank.regs[15].inst_ldr.q[1]$_SDFFE_PP0P_
finish	5	1540	inst_reg_bank.regs[12].inst_ldr.q[4]$_SDFFE_PP0P_
==> layout make-up <==
| type | instances | area, µm² | area share, % |
|---|---|---|---|
| diodes | 1 | 2.50 | 0.0291 |
| clock buffers | 21 | 470 | 5.46 |
| clock inverters | 9 | 110 | 1.28 |
| inverters | 1 | 3.75 | 0.0436 |
| multi-input cells | 306 | 2250 | 26.2 |
| flip-flops and latches | 128 | 2560 | 29.8 |
| well taps | 378 | 473 | 5.49 |
| repair buffers | 274 | 2730 | 31.7 |
==> critical path, cell delays in order <==
cell             delay [ps]
clkdlybuf4s50_1         470
or3_1                   600
or4_1                   870
mux2i_1                 260
nor2_1                   50
==> cells by family after synthesis <==
family,Yosys count
AND/OR/NAND/NOR,175
multiplexers,128
AND-OR/OR-AND,3
buffers and inverters,27
flip-flops,128
==> per-stage QoR <==
stage	instance area (µm²)	utilization, %
4_1_cts	8610	31.2
2_1_floorplan	4970	-
6_report	8610	31.2
5_1_grt	8610	31.2
3_3_place_gp	8030	29.1
3_5_place_dp	8030	29.1
==> metal layers <==
metal	track usage, %	wire length (µm)	up-vias
met5	0	21	-
li1	-	-	2090
met4	1.40	285	4
met3	4.68	1780	20
met2	15.8	8220	160
met1	12.2	7300	1883
==> cell usage after synthesis, drive strengths merged (2+ instances only) <==
cell / number / area, µm²
a21boi: 2 / 15.0
buf: 10 / 65.1
clkbuf: 14 / 62.6
dfxtp: 128 / 2560
mux2i: 128 / 1280
nand2b: 32 / 200
nand3: 2 / 10.0
nand3b: 3 / 22.5
nor2: 112 / 420
nor2b: 3 / 18.8
nor3: 5 / 70.1
nor4: 7 / 119
or4: 4 / 33.8
==> power breakdown <==
| part | internal (mW) | switching, mW |
|---|---|---|
| logic | 0.128 | 0.0603 |
| registers | 1.16 | 0.00108 |
| clock network | 0.873 | 0.535 |
| total | 2.16 | 0.596 |
No activity file was given, so power comes from the tool's default toggle rates.
